===== /design/flow/run.sh =====
#!/bin/bash
# OpenROAD 26Q1-2900-gdf79404cd8, Yosys 0.63+post, stock flow scripts
make -C /OpenROAD-flow-scripts/flow DESIGN_CONFIG=/design/flow/config.mk WORK_HOME=/design/flow/orfs finish

===== /design/flow/config.mk =====
export PLATFORM = sky130hd
export DESIGN_NAME = washing_machine_controller_top
export DESIGN_NICKNAME = washing_machine_controller_top
export VERILOG_FILES = /design/flow/design.v
export SDC_FILE = /design/flow/constraint.sdc
export NUM_CORES = 4
export LEC_CHECK = 1
export CORE_UTILIZATION = 50

===== /design/flow/constraint.sdc =====
current_design washing_machine_controller_top

set clk_period 2.3
set clk_io_pct 0.2

create_clock -name clk0 -period $clk_period [get_ports {clk}]

set non_clock_inputs [all_inputs -no_clocks]
set_input_delay [expr $clk_period * $clk_io_pct] -clock clk0 $non_clock_inputs
set_output_delay [expr $clk_period * $clk_io_pct] -clock clk0 [all_outputs]

===== /design/flow/design.v =====
module comparator (
	input wire [7:0] washing_time,
	input wire [1:0] control_preset,
	input wire [7:0] count,
	output reg comp_time,
	output reg comp_time2
);
	always @ (*) begin
		case ( control_preset ) 
			2'b00 : comp_time = (washing_time == count);
			2'b01 : comp_time = (10 == count);
			2'b10 : comp_time = (16 == count);
			2'b00 : comp_time = (21 == count);
		endcase
	end
	always @ (*) begin
		comp_time2 = (count == 5);
	end
endmodule
module counter (
	input wire clear,
	input wire clk,
	input wire reset,
	output reg [7:0] count 
);
	always @ ( posedge clk , posedge reset ) begin
		if ( reset )
			count <= 8'b0;
		else 
			count = clear ? 8'b0 : count+1;
	end
endmodule
module memory (
	input wire wr_enb,
	input wire rd_enb,
	input wire [7:0] wr_data,
	input wire [1:0] addr,
	input wire clk,
	output reg control_drying,
	output reg control_start,
	output reg [1:0] control_preset,
	output reg [7:0] washing_time,
	output reg [7:0] rd_data
);
	reg [7:0] mem [3:0] ;		
	always @ ( posedge clk ) begin
		if (wr_enb) mem[addr] <= wr_data;
	end
	always @ (*) begin
		if (rd_enb) rd_data = mem[addr];
	end
	always @ (*) begin
		control_drying = mem [0] [1];
		control_start = mem [0] [0];
		washing_time = mem [2];
		control_preset = mem [1] [1:0];
	end
endmodule
module memory_fsm (
	input wire cs,
	input wire wr_en,
	input wire rd_en,
	input wire clk,
	input wire reset,
	output reg  wr_enb,
	output reg  rd_enb
);
	parameter [1:0] IDLE= 2'b00,
					ACTIVE = 2'b01,
					READ = 2'b10,
					WRITE = 2'b11;
	reg [2:0] pstate, nstate;
	always @(*) begin
		begin : NSL
			case ( pstate)
				IDLE : nstate= (cs&&~wr_en&&~rd_en) ? ACTIVE : IDLE;
				ACTIVE : nstate= (cs&&wr_en) ? WRITE : ( (cs&&rd_en) ? READ : IDLE  );
				WRITE : nstate=IDLE;
				READ : nstate=IDLE;
			endcase
		end : NSL
		begin : OL
			case (pstate)
				IDLE : begin
					wr_enb=0;
					rd_enb=0;
				end
				ACTIVE :  begin
					wr_enb=0;
					rd_enb=0;
				end				
				WRITE :  begin
					wr_enb=1;
					rd_enb=0;
				end
				READ :  begin
					wr_enb=0;
					rd_enb=1;
				end
			endcase 
		end : OL
	end 
	always @ ( posedge clk, posedge reset ) begin
		if (reset) pstate <= 2'b0;
		else pstate <= nstate; 
	end
endmodule
module washing_fsm (
	input wire door,
	input wire control_drying,
	input wire control_start,
	input wire comp_time,
	input wire comp_time2,
	input wire clk,
	input wire reset,
	output reg  washing_done,
	output reg light,
	output reg water_pump,
	output reg paused,
	output reg drying_fan,
	output reg clear
);
	parameter [2:0] IDLE= 3'b000,
					WASHING = 3'b001,
					LIGHT = 3'b010,
					PAUSED = 3'b011,	
					WASHED = 3'b100,
					DRYING = 3'b101;
	reg [2:0] pstate, nstate;
	always @(*) begin
		begin : NSL
			case ( pstate)
				IDLE :	nstate=door?(control_start? WASHING: IDLE) : LIGHT;		
				WASHING : nstate=(~door) ? PAUSED : (comp_time? (control_drying ? DRYING : WASHED) : WASHING );
				LIGHT : nstate= door ? IDLE : LIGHT;
				PAUSED : nstate=door ? WASHING : PAUSED;
				WASHED : nstate= door ? WASHED : IDLE;
				DRYING : nstate= comp_time2 ? IDLE : DRYING;				
			endcase
		end : NSL
		begin : OL
			case ( pstate)
				IDLE : begin
					washing_done=0;
					light=0;
					water_pump=0;
					paused=0;
					drying_fan=0;
					clear=1;   		
				end
				LIGHT : begin
					washing_done=0;
					light=1;
					water_pump=0;
					paused=0;
					drying_fan=0;
					clear=0;   		
				end
				WASHING : begin
					washing_done=0;
					light=1;
					water_pump=1;
					paused=0;
					drying_fan=0;
					clear=comp_time;   		
				end
				PAUSED : begin
					washing_done=0;
					light=0;
					water_pump=0;
					paused=1;
					drying_fan=0;
					clear=comp_time;   		
				end
				DRYING : begin
					washing_done=1;
					light=0;
					water_pump=0;
					paused=0;
					drying_fan=1;
					clear=comp_time2;   		
				end
				WASHED : begin
					washing_done=1;
					light=0;
					water_pump=0;
					paused=0;
					drying_fan=0;
					clear=1;   		
				end
			endcase
		end :OL
	end 
	always @ ( posedge clk, posedge reset ) begin
		if (reset) pstate <= 3'b0;
		else pstate <= nstate; 
	end
endmodule
module washing_machine_controller_top (
	input wire cs,
	input wire wr_en,
	input wire rd_en,
	input wire [7:0] wr_data,
	input wire [1:0] addr,
	input wire door,
	input wire clk,
	input wire reset,
	output wire [7:0] rd_data,
	output wire  washing_done,
	output wire light,
	output wire water_pump,
	output wire paused,
	output wire drying_fan
);
wire wr_enb;
wire rd_enb;
wire control_drying;
wire control_start;
wire [1:0] control_preset;
wire [7:0] washing_time;
wire [7:0] count;
wire comp_time;
wire comp_time2;
comparator comparator1 (
	.washing_time(washing_time),
	.control_preset(control_preset),
	.count(count),
	.comp_time(comp_time),
	.comp_time2(comp_time2)
);
memory_fsm memory_fsm1 (
	.cs(cs),
	.wr_en(wr_en),
	.rd_en(rd_en),
	.clk(clk),
	.reset(reset),
	.wr_enb(wr_enb),
	.rd_enb(rd_enb)
);
washing_fsm washing_fsm1 (
	.door(door),
	.control_drying(control_drying),
	.control_start(control_start),
	.comp_time(comp_time),
	.comp_time2(comp_time2),
	.clk(clk),
	.reset(reset),
	.washing_done(washing_done),
	.light(light),
	.water_pump(water_pump),
	.paused(paused),
	.drying_fan(drying_fan),
	.clear(clear)
);
 memory memory1 (
	.wr_enb( wr_enb ),
	.rd_enb ( rd_enb ),
	.wr_data (wr_data),
	.addr(addr),
	.clk(clk),
	.control_drying(control_drying),
	.control_start(control_start),
	.control_preset(control_preset),
	.washing_time(washing_time),
	.rd_data(rd_data)
);
 counter counter1 (
	.clear(clear),
	.clk(clk),
	.reset(reset),
	.count(count) 
);
endmodule

==> results.json <==
{
  "switchingPower_mw": 0.305,
  "slew_headroom_pct": 66.6,
  "synth_cell_type_count": 44,
  "floorplan.core_util_pct": 52.3,
  "status": "finished clean",
  "cts_resized": 0,
  "area_growth_syn_to_layout_pct": 19.2,
  "die.size.y_um": 72.5,
  "untimed_endpoints": 38,
  "yosysChipArea_um2": 2480,
  "tightest_slew_ns": 0.500,
  "post_cts_buffers": 0,
  "numSynthFlops": 67,
  "hold_path_class": "input port to asynchronous set/reset pin",
  "yosysWarnings": 6,
  "path_clk_slew_ns": 0.08,
  "warnings": 30,
  "crit_chain": "and2_1, dlxtn_1, nand2_1, nor2_1, buf_4",
  "async_flop_share_pct": 19.4,
  "static-leakage-power_nw": 1.17,
  "worstPathRequired_ns": 2.31,
  "viasPerCell": 5.30,
  "timing_hold_violations_final": 0,
  "drc_errors": 0,
  "ios": 29,
  "total_power_mw": 1.55,
  "fin_setup_tns_ns": 0,
  "worst_setup_path_end_kind": "flip-flop",
  "grt_overflow_total": 0,
  "swShare_pct": 19.7,
  "arrival_ns": 1.71,
  "worstSetupPathType": "flip-flop to flip-flop",
  "p_comb_share_pct": 4.6,
  "placed_cells": 275,
  "cpMaxStageDelayCell": "dfrtp_1",
  "nFillCells": 371,
  "setup_viol": 0,
  "coreArea_um2": 4750,
  "endpoint": "memory1.mem[1][5]",
  "ys_cells": 179,
  "place_ws_ns": 0.345,
  "top_area_share_pct": 38.7,
  "clkLatencyLatePin_ns": 0.29,
  "wire_per_inst_um": 16.6,
  "clockBufferDepth": 2,
  "critPathMaxStageDelay_ns": 0.41,
  "topCellsByArea": "edfxtp_1, dfrtp_1, dlxtn_1",
  "fin_crit_ns": 1.69,
  "startpoint_type": "flip-flop",
  "fmax_mhz": 591,
  "drtIter0Drc": 64,
  "ff2ff_path_depth": 5,
  "grt_pass1_wl_um": 7710,
  "final_cells": 283,
  "largest_area_cell": "edfxtp_1",
  "slew_violations": 0,
  "maxCapViolCount": 0,
  "firstDrtPassIters": 4,
  "cts_tree": "done",
  "syn_area_per_cell_um2": 13.9,
  "vias": 1501,
  "r2r-start": "memory_fsm1.pstate[0]",
  "ff2ff_setup_slack_ns": 0.61,
  "routed_wl_um": 4690,
  "vdd_ir_drop_max_v": 0.000503,
  "portBuffers": 28,
  "rsz0062_at_grt": "false",
  "clockPowerShare_pct": 38.7,
  "power_frac_seq_pct": 56.8,
  "cp-startpoint": "memory_fsm1.pstate[0]",
  "grt_usage_pct": 21.7,
  "synth_area_um2": 2480,
  "cts_hold_buf": 0,
  "globalplace.congestion": 0.901,
  "final_antenna_net_count": 0,
  "fin_crit_sh_pct": 73.6,
  "edf_count": 32,
  "ff_type": "edfxtp_1",
  "clock_skew_ns": 0.000466,
  "die-area_um2": 5260,
  "root_buffer": "clkbuf_8",
  "powerDensity_nw_per_um2": 522,
  "antenna_cells": 0,
  "cts_max_level": 2,
  "die-width_um": 72.5,
  "drive_gt1_share_pct": 10.6,
  "timing.rr.end": "memory1.mem[1][5]",
  "grt_max_degree": 15,
  "grt_pass1_vias": 1535,
  "cp_max_fo": 6,
  "final.setup.worst_slack_ns": 0.607,
  "cts_buffers": 5,
  "num_rows": 25,
  "p_int_mw": 1.24,
  "antenna_found_initial": 0,
  "unclocked_pins": 22,
  "dp_hpwl_um": 3500,
  "synthCells": 179
}
==> critical path, delay by kind of cell (launching register included) <==
family        cells  cell delay (ns)
buf+inv           1             0.20
flops             1             0.41
latches           1             0.38
simple gates      3             0.43
==> final cells by class <==
class                      count  area [µm²]  share of cell area, %
multi-input combinational    102         815                   27.5
clock buffer                   6        72.6                   2.45
inverter                       7        26.3                  0.887
timing repair buffer          32         310                   10.5
tap                           67        83.8                   2.83
sequential                    67        1620                   54.6
clock inverter                 2        38.8                   1.31
==> metal layers <==
metal	global-route usage, %	part of all wire, %	vias to the layer above
met4	2.18	0.70	0
li1	-	-	712
met3	11.0	11	4
met1	37.8	45	721
met5	0	0	-
met2	28.2	43	64
==> cells in the final DEF, fill, tap and decap left out, types with 2 or more instances in the layout <==
cell type,instances
clkbuf_8,5
dlxtn_1,14
nand4_1,2
xnor2_1,5
nor2b_1,3
nor3b_1,3
o21ai_0,2
clkdlybuf4s50_1,28
conb_1,4
a21oi_1,3
xor2_1,6
mux4_2,8
buf_4,4
and3_1,2
and3b_1,2
nor2_1,18
nand2b_1,4
nor4bb_1,2
dlxtp_1,8
ha_1,7
o21ai_1,2
dfrtp_1,13
mux2i_1,2
a22oi_1,2
nand2_1,6
nand3_1,4
nor3_1,2
inv_1,7
edfxtp_1,32
==> synthesized netlist by cell type, types with 3 or more instances <==
library cell and count:
nand3_1 4, mux4_2 8, ha_1 7, dfrtp_1 13, nor2b_1 3, xnor2_1 5
nor2_1 18, a21oi_1 3, edfxtp_1 32, nor3b_1 3, xor2_1 6, dlxtp_1 8
nand2b_1 4, dlxtn_1 14, nand2_1 6, inv_1 7
==> metrics by stage <==
stage | utilization [%] | instance area [µm²] | hold WS [ns]
after floorplan | - | 2500 | 0.337
after global placement | 60.0 | 2850 | 0.559
after detailed placement | 60.0 | 2850 | 0.575
after CTS | 62.3 | 2960 | 0.498
after global routing | 62.3 | 2960 | 0.541
final | 62.3 | 2960 | 0.487
==> cell families (layout without fill, tap and decap cells) <==
logic type,after synthesis,after routing,share of synthesized area (%)
simple gates,53,53,11.8
flops,45,45,51.8
latches,22,22,13.3
compound gates,17,17,4.88
buf+inv,13,47,2.62
xor+xnor,11,11,3.88
mux,10,10,8.06
fa+ha+maj,7,7,3.52
other cells,1,4,0.151
==> worst min path at each step <==
stage / from / end / slack (ns)
finish: reset / washing_fsm1.pstate[1] / 0.49
global route: reset / counter1.count[7] / 0.54
CTS: reset / washing_fsm1.pstate[1] / 0.50
==> flip-flops by register name, indices dropped and copies added, names as in the netlist, 2 cells and up <==
register,flops
memory_fsm1.pstate,2
washing_fsm1.nstate,3
memory1.mem,32
memory_fsm1.nstate,2
washing_fsm1.pstate,3
memory1.rd_data,8
counter1.count,8
==> power by group through the flow <==
stage / registers [mW] / clock network [mW] / logic (mW)
after CTS: 0.879 / 0.615 / 0.0716
after global routing: 0.879 / 0.645 / 0.0775
final: 0.879 / 0.598 / 0.0706
Power and IR drop assume default switching activity.
